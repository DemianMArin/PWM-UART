`design/flow/config.mk`:
```
export PLATFORM = sky130hd
export DESIGN_NAME = pwm
export DESIGN_NICKNAME = pwm
export VERILOG_FILES = /design/flow/design.v
export SDC_FILE = /design/flow/constraint.sdc
export NUM_CORES = 4
export LEC_CHECK = 1
export CORE_UTILIZATION = 30
export SYNTH_HDL_FRONTEND = slang
```
`design/flow/constraint.sdc`:
```
current_design pwm

set clk_period 6.8
set clk_io_pct 0.2

create_clock -name clk0 -period $clk_period [get_ports {clk}]

set non_clock_inputs [all_inputs -no_clocks]
set_input_delay [expr $clk_period * $clk_io_pct] -clock clk0 $non_clock_inputs
set_output_delay [expr $clk_period * $clk_io_pct] -clock clk0 [all_outputs]
```
`design/flow/design.v`:
```
module pwm (
  input wire clk,
  input wire up,
  input wire down,
  input wire [2:0] state_desired,
  input wire uart_command_valid,
  output reg target_reached,
  output reg [7:0] current_state_msg,
  output wire moving,
  output reg pwm
  );
  parameter size_counter = 25;  
  parameter max_count = 2**25;  
  parameter cycle_count = 539_999;  
  parameter duty_count = 53_999; 
  reg [size_counter:0] prev_count_cycle;
  reg [size_counter:0] count_cycle;
  reg [size_counter:0] count_duty;
  reg [size_counter:0] duty_count_reg;
  reg cycle_flag = 1'b0;
  reg value = 1'b0;
  reg [2:0] state = 3'b001;
  reg up_prev;
  reg down_prev;
  reg [25:0] target_position;
  reg [17:0] increment_timer;      
  reg start_movement;              
  reg movement_active;             
  reg uart_command_valid_prev;     
  reg [7:0] current_state_reg;
  localparam auto_increment = 45;               
  localparam timer_5ms = 135_000;               
  localparam idle_count = 21_499,  
             preload_count = 12_499,  
             load_count = 21_499,  
             delivery_count = 37_999,  
             top_count = 42_999,  
             increment_count = 1000,
             decrement_count = 1000;
  localparam IDLE = 3'b001,
             PRELOAD = 3'b010,
             LOAD = 3'b011,
             DELIVERY = 3'b100,
             TOP = 3'b101,
             INCREMENT = 3'b110,
             DECREMENT = 3'b111;
  initial begin  
    prev_count_cycle = { (size_counter+1) {1'b0} };  
    count_cycle = { (size_counter+1) {1'b0} };  
    count_duty = { (size_counter+1) {1'b0} };  
    duty_count_reg = idle_count;
    target_position = idle_count;
    target_reached = 0;
    current_state_reg = "I";
    current_state_msg = current_state_reg;
  end
  assign moving = movement_active;
  always @(posedge clk) begin
      up_prev <= up;
      down_prev <= down;
      uart_command_valid_prev <= uart_command_valid;
      start_movement <= 0;   
      if (uart_command_valid && !uart_command_valid_prev && !moving) begin
          case (state_desired)
              IDLE: begin
                  target_position <= idle_count;
                  current_state_reg <= "I";
                  start_movement <= 1;
              end
              PRELOAD: begin
                  target_position <= preload_count;
                  current_state_reg <= "P";
                  start_movement <= 1;
              end
              LOAD: begin
                  target_position <= load_count;
                  current_state_reg <= "L";
                  start_movement <= 1;
              end
              DELIVERY: begin
                  target_position <= delivery_count;
                  current_state_reg <= "E";
                  start_movement <= 1;
              end
              TOP: begin
                  target_position <= top_count;
                  current_state_reg <= "T";
                  start_movement <= 1;
              end
              INCREMENT: begin
                  if (target_position + increment_count <= top_count) begin
                      target_position <= target_position + increment_count;
                      current_state_reg <= "U";
                      start_movement <= 1;
                  end
              end
              DECREMENT: begin
                  if (target_position >= preload_count + decrement_count) begin
                      target_position <= target_position - decrement_count;
                      current_state_reg <= "D";
                      start_movement <= 1;
                  end
              end
              default: begin
              end
          endcase
      end else if (!moving && !uart_command_valid) begin
          if (up && !up_prev) begin
            if (target_position + increment_count <= top_count) begin
                target_position <= target_position + increment_count;
                current_state_reg <= "U";
                start_movement <= 1;
            end
          end
          if (down && !down_prev) begin
            if (target_position >= preload_count + decrement_count) begin
              target_position <= target_position - decrement_count;
              current_state_reg <= "D";
              start_movement <= 1;
            end
          end
      end 
  end  
  always @(posedge clk) begin
      target_reached <= 0;   
      if (start_movement) begin
          movement_active <= 1;
          increment_timer <= 0;
      end
      else if (movement_active) begin
          if (increment_timer >= timer_5ms) begin
              increment_timer <= 0;
              if (duty_count_reg < target_position) begin
                  if ((target_position - duty_count_reg) >= auto_increment) begin
                      duty_count_reg <= duty_count_reg + auto_increment;
                  end else begin
                      duty_count_reg <= target_position;   
                      movement_active <= 0;
                      target_reached <= 1;   
                      current_state_msg <= current_state_reg;
                  end
              end else if (duty_count_reg > target_position) begin
                  if ((duty_count_reg - target_position) >= auto_increment) begin
                      duty_count_reg <= duty_count_reg - auto_increment;
                  end else begin
                      duty_count_reg <= target_position;   
                      movement_active <= 0;
                      target_reached <= 1;   
                      current_state_msg <= current_state_reg;
                  end
              end else begin
                  movement_active <= 0;   
                  target_reached <= 1;    
                  current_state_msg <= current_state_reg;
              end
          end else begin
              increment_timer <= increment_timer + 1;
          end
      end else begin
          increment_timer <= 0;
      end
  end
  always @ (posedge clk ) begin  
    count_cycle <= count_cycle + 1'b1;
    if ( ( (count_cycle - prev_count_cycle) + max_count ) % max_count >= cycle_count ) begin
      cycle_flag <= 1'b1;
      prev_count_cycle <= count_cycle;
    end else begin
      cycle_flag <= 1'b0;
    end
  end
  always @ (posedge clk) begin  
    if(cycle_flag) begin 
      count_duty <= { (size_counter+1) {1'b0} };  
    end else begin
      count_duty <= count_duty + 1'b1;
    end
    if (count_duty < duty_count_reg ) begin
      value = 1'b1;
    end else begin
      value = 1'b0;
    end
  end
  always @ ( * ) begin  
    pwm <= value; 
  end
endmodule
```
`design/flow/run.sh`:
```
#!/bin/bash
# OpenROAD 26Q1-2900-gdf79404cd8, Yosys 0.63+post, stock flow scripts
make -C /OpenROAD-flow-scripts/flow DESIGN_CONFIG=/design/flow/config.mk WORK_HOME=/design/flow/orfs finish
```
==> reports/results.txt <==
Post-CTS Setup Inserts -> 0
most frequent cells after synthesis -> 159 x nor2_1, 143 x nand2_1, 136 x a21oi_1
worst hold margin -> 0.4517 ns
Mapped Area -> 14,610 µm²
die width -> 222.7 µm
main flop type after synthesis -> edfxtp_1
worst setup margin -> 1.027 ns
synth top area cells -> edfxtp_1 19%, dfxtp_1 11%, ha_1 9.3%, xnor2_1 5.0%, a21oi_1 4.7%
status -> finished, final reports clean
die span in y -> 222.7 µm
Critical Path AT -> 5.84 ns
Top logic family -> AND-OR/OR-AND gates
detailed placement HPWL -> 36,000 µm
insertion delay at the late pin of the worst-skew pair -> 0.44 ns
VDD IR max -> 177.0 µV
Inserted Diodes -> 0
Critical path origin -> duty_count_reg[14]
final-layout fill cell count -> 4,922
CTS max path bufs -> 2
simple share -> 23.24%
Clock transition at path regs -> 0.08 ns
Worst setup endpoint -> current_state_msg[6]
PD cells -> 155.2 nW/µm²
antenna-violating nets left -> 0
yosys aoi share -> 24.22%
Seq. cell area -> 4304 µm²
share of the clock period used by the worst path -> 84.89%
worst min path class -> flop to flop
RD Place Congestion -> 0.9580
FF-to-FF End -> current_state_msg[6]
GRT Residual Overflow -> 0
largest net degree at the start of global routing -> 35
Post-synth EDFFs -> 92
Routed WL -> 46,420 µm
adder share -> 9.747%
yosys xor share -> 6.835%
Initial Util -> 30.53%
DRC viols -> 0
share of cells above drive strength 1 -> 5.204%
# Cells Yosys -> 1,801
routed length per instance -> 19.33 µm
root buf cell -> clkbuf_16
Post-CTS Hold Buffers -> 0
RSZ-0062 raised after global routing -> false
Worst Skew -> 0.01615 ns
post-CTS resize count -> 0
Avg Vias per Cell -> 5.684
Hold Violations, Final -> 0
Tightest Pin Transition -> 0.9469 ns
Top-area cell share -> 18.91%
DRT Pass-1 Iters -> 6
clock sink total -> 169
Yosys top cell by area -> edfxtp_1
Async SR Flop Fraction -> 0%
DRT iter0 DRCs -> 1,315
initial antenna violation count -> 0
area grow syn2layout -> 9.251%
nature of the critical path startpoint -> flop
Core Region -> 47,850 µm²
fin crit period -> 5.773 ns
via count -> 13,650
Multiplexer share -> 0.8565%
Static Leak -> 6.047 nW
most frequent cell after synthesis -> nor2_1
r2r setup slk -> 1.03 ns
CTS tree -> done
Critical R2R Launch -> duty_count_reg[14]
IO Port Bufs -> 17
critical path type -> flop to flop
relative slew slack -> 36.88%
dpl ws -> 1.204 ns
Synth flops -> 169
required time worst endpoint -> 6.87 ns
Max Cap Viol -> 0
Max Slew Vio Count -> 0
first-pass GRT wire length -> 73,650 µm
Warnings, synthesis -> 0
vias in the first global route -> 12,630
total power -> 2.476 mW
logic area -> 9502 µm²
Setup TNS -> 0 ns
die footprint -> 49,580 µm²
yosys stat area -> 14,610 µm²
Worst R2R Path Depth -> 12
CP Max Fanout -> 15
All-Layer GR Usage -> 19.21%
Max H-tree Level -> 4
fmax -> 173.2 MHz
mean post-synth cell area -> 8.111 µm²
Yosys cell types -> 93
Finished Core Util -> 33.36%
synthesized instance count -> 1,801
boundary pin count -> 18
tool warning count -> 55
CP endpoint kind -> flop
FP Rows -> 80
Synth Seq Share -> 29.46%
clock buffer count from CTS -> 17
# setup viols final -> 0
[critical path, stage by stage (launching register included)]
cell and delay, ns:
edfxtp_1 0.53, inv_1 0.17, ha_1 0.71, and4_1 0.41, nand2_1 0.15, a211o_1 0.30, a311oi_1 0.59, o21ai_1 0.25
a2111oi_0 0.59, and4_1 0.63, nor2_2 0.10, or3_4 0.42, nor2b_1 0.54
[how the worst min path moves through the flow]
| stage | start | to | depth (start not counted) |
|---|---|---|---|
| after CTS | current_state_reg[5] | current_state_msg[5] | 0 |
| after global routing | start_movement | moving | 1 |
| final | start_movement | moving | 1 |
[metrics by stage]
step                area [µm²]  instances
detailed placement       15320       2370
global placement         15320       2370
global route             15960       2402
CTS                      15960       2402
finish                   15960       2402
floorplan                14610       1801
[layout make-up]
cell class | instances | area share, %
multi-input combinational | 1434 | 59.54
sequential | 169 | 26.97
tap | 615 | 4.822
clock buffer | 18 | 2.822
inverter | 116 | 2.728
timing repair buffer | 36 | 1.960
clock inverter | 14 | 1.160
[metal layers]
layer	track usage (%)	part of all wire, %	up-vias
met2	27.80	42	505
li1	-	-	6669
met3	4.736	8.0	41
met5	0	0	-
met4	3.137	1.8	0
met1	29.78	48	6438
[placed cells by master (no fill, tap or decap), types with 18 or more instances in the layout]
cell,instances
a211oi_1,20
a21o_1,28
a21oi_1,134
and2_1,18
and3_1,46
buf_4,19
clkbuf_16,18
dfxtp_1,77
edfxtp_1,92
ha_1,109
inv_1,113
nand2_1,143
nand2b_1,20
nand3_1,67
nand4_1,38
nor2_1,159
nor2b_1,20
nor3_1,58
nor4_1,20
o21ai_0,107
or3_1,19
xnor2_1,83
xor2_1,31
[report_power, final]
part	leakage (nW)	internal (mW)	switching, mW
sequential	1.52	1.10	0.0387
combinational	4.22	0.108	0.198
clock	0.307	0.529	0.506
total	6.05	1.73	0.743
[kinds of logic after synthesis]
kind of cell             Yosys count
multiplexers                      12
AND/OR/NAND/NOR                  667
buffers and inverters            198
XOR/XNOR                         114
adder cells (fa/ha/maj)          112
AND-OR/OR-AND                    529
flip-flops                       169
No activity file was given, so power comes from the tool's default toggle rates.
